### flow/design.v
module	sync_fifo_ptr
#(
	parameter   DATA_WIDTH = 'd8  ,								 
    parameter   DATA_DEPTH = 'd16 								 
)
(
	input										clk		,		 
	input										rst_n	,        
	input	[DATA_WIDTH-1:0]					data_in	,        
	input										rd_en	,        
	input										wr_en	,        
	output	reg	[DATA_WIDTH-1:0]				data_out,	     
	output										empty	,	     
	output										full		     
);                                                              
reg [DATA_WIDTH - 1 : 0]			fifo_buffer[DATA_DEPTH - 1 : 0];	
reg [$clog2(DATA_DEPTH) : 0]		wr_ptr;						 
reg [$clog2(DATA_DEPTH) : 0]		rd_ptr;						 
wire [$clog2(DATA_DEPTH) - 1 : 0]	wr_ptr_true;				 
wire [$clog2(DATA_DEPTH) - 1 : 0]	rd_ptr_true;				 
wire								wr_ptr_msb;					 
wire								rd_ptr_msb;					 
assign {wr_ptr_msb,wr_ptr_true} = wr_ptr;						 
assign {rd_ptr_msb,rd_ptr_true} = rd_ptr;						 
always @ (posedge clk or negedge rst_n) begin
	if (rst_n == 1'b0)
		rd_ptr <= 'd0;
	else if (rd_en && !empty)begin								 
		data_out <= fifo_buffer[rd_ptr_true];
		rd_ptr <= rd_ptr + 1'd1;
	end
end
always @ (posedge clk or negedge rst_n) begin
	if (!rst_n)
		wr_ptr <= 0;
	else if (!full && wr_en)begin								 
		wr_ptr <= wr_ptr + 1'd1;
		fifo_buffer[wr_ptr_true] <= data_in;
	end	
end
assign	empty = ( wr_ptr == rd_ptr ) ? 1'b1 : 1'b10;
assign	full  = ( (wr_ptr_msb != rd_ptr_msb ) && ( wr_ptr_true == rd_ptr_true ) )? 1'b1 : 1'b0;
endmodule
### flow/constraint.sdc
current_design sync_fifo_ptr

set clk_period 3.2
set clk_io_pct 0.2

create_clock -name clk0 -period $clk_period [get_ports {clk}]

set non_clock_inputs [all_inputs -no_clocks]
set_input_delay [expr $clk_period * $clk_io_pct] -clock clk0 $non_clock_inputs
set_output_delay [expr $clk_period * $clk_io_pct] -clock clk0 [all_outputs]
### flow/config.mk
export PLATFORM = sky130hd
export DESIGN_NAME = sync_fifo_ptr
export DESIGN_NICKNAME = sync_fifo_ptr
export VERILOG_FILES = /design/flow/design.v
export SDC_FILE = /design/flow/constraint.sdc
export NUM_CORES = 4
export LEC_CHECK = 1
export CORE_UTILIZATION = 40
### flow/run.sh
#!/bin/bash
# OpenROAD 26Q1-2900-gdf79404cd8, Yosys 0.63+post, stock flow scripts
make -C /OpenROAD-flow-scripts/flow DESIGN_CONFIG=/design/flow/config.mk WORK_HOME=/design/flow/orfs finish
==> run_results.csv <==
group,metric,value,unit
power,pwr-share-comb,31.1,%
logic_synthesis,yosysSeqAreaShare,72.32,%
logic_synthesis,synth_area,5993,sq um
critical_path,path_buffers,1,
global_route,antenna_found_initial,0,
die,core.rowCount,44,
power,p_int,4.378,mW
clock_network,cts_max_level,4,
clock_network,root_buffer,"clkbuf_16",
critical_path,critical_path_class,"register to output port",
logic_synthesis,top_area_cell,"edfxtp_1",
critical_path,critical-path-max-stage-delay,590,ps
run_status,run_status,"complete, no violations",
power,power_switching,2.113,mW
power,p_sw_share,32.55,%
placement,placed_area,6563,sq um
power,ir_drop,0.6001,mV
global_route,grt_usage,20.18,%
power,finalPower,6.492,mW
logic_synthesis,synth.distinct_cells,55,
final_timing,clock.fmax,355.9,MHz
critical_path,crit_required,2560,ps
final_timing,period_used_share,87.80,%
die,fp_util,41.08,%
final_timing,rsz0062_at_grt,"no",
final_timing,setup_violations,0,
critical_path,cp_top_family,"flip-flops",
critical_path,crit_path_end_kind,"output port",
final_timing,skew,5.740,ps
clock_network,cts_inserted_buffers,17,
clock_network,clock_sinks,146,
power,seq_power_share,38.2,%
critical_path,setup.worst_path.start_class,"register",
clock_network,cts_tree,"built",
logic_synthesis,syn_area_per_cell,15.37,sq um
route,diodes,0,
clock_network,cts_setup_buffers,0,
final_layout,n_fill_cell,1173,
logic_synthesis,ys_cells,390,
clock_network,clock_path_buffers,2,
global_route,grt_max_degree,55,
route,routed_wl,14110,um
power,p_clk_share,30.8,%
clock_network,ctsResizeCount,0,
die,fp.dieW,124.4,um
logic_synthesis,top_cell_area_share,68.14,%
route,postRouteAntennaNets,0,
clock_network,clock_latency,420,ps
clock_network,clk_pin_slew,50,ps
logic_synthesis,async_flop_share,6.849,%
die,core_area,14590,sq um
critical_path,arrival,2170,ps
logic_synthesis,ys_ff,146,
placement,portBuffers,21,
critical_path,path_max_fanout,10,
final_timing,worst_pin_slew,889.0,ps
placement,place_congestion,0.8691,
final_layout,fin_area,7159,sq um
logic_synthesis,synth_warnings,3,
logic_synthesis,topCellsByArea,"edfxtp_1 68%, dfrtp_1 4.2%, xnor2_1 1.9%",
power,p_leak,2.385,nW
route,wire_per_inst,22.32,um
logic_synthesis,top_cell,"edfxtp_1",
logic_synthesis,ys.flop_type,"edfxtp_1",
critical_path,cpMaxStageDelayCell,"dfrtp_1",
global_route,gr-total-overflow,0,
final_timing,drv_slew,0,
min_path,hold_class,"register to register",
route,vias_per_cell,5.704,
clock_network,postCtsHoldBufs,0,
final_layout,syn_to_final_growth,19.46,%
logic_synthesis,syn-instance-count,390,
final_timing,hold_violations,0,
global_route,grt_pass1_wl,21460,um
route,drt_iter0_markers,305,
die,die_area,15480,sq um
final_layout,layout-drive-gt1-share,16.74,%
logic_synthesis,yosys-stat-area,5993,sq um
logic_synthesis,edf_count,136,
logic_synthesis,top_cells_by_count,"136 x edfxtp_1, 18 x nand2_1, 15 x a22oi_1, 15 x nor2_1, 15 x o21ai_0",
flow_run,warning_count,31,
route,drc,0,
final_timing,slew-limit-headroom,40.73,%
final_layout,fin_util,49.07,%
critical_path,crit_chain,"xnor2_1 -> nand4_2 -> nor2_1 -> clkdlybuf4s50_1",
final_timing,fin_setup_tns,0,ps
flow_run,maxCapViolCount,0,
route,firstDrtPassIters,4,
final_timing,period_minus_slack,2810,ps
die,pin_count,22,
global_route,grt_pass1_vias,3739,
route,vias,3605,
placement,hpwl,8657,um
die,die_h,124.4,um
power,p_per_area,906.7,nW/um^2
-- per-stage QoR --
stage	hold WS [ps]	cells	worst slack (ps)
after detailed placement	526.0	601	729.1
final	537.8	632	390.4
after floorplan	344.4	390	840.2
after global routing	563.8	632	237.0
after CTS	537.0	632	367.0
after global placement	520.4	601	782.3
-- cell families after synthesis --
family,after synthesis,synth area share [%]
flops,146,72.32
compound gates,86,10.21
simple gates,82,7.098
buf+inv,37,2.943
mux,17,3.716
xor+xnor,14,2.046
fa+ha+maj,8,1.670
-- power groups by stage --
stage	sequential, mW	clock [mW]	combinational, mW
CTS	2.48	2.02	2.03
finish	2.48	2.00	2.02
global route	2.51	2.11	2.20
-- registers in the layout, indices dropped and copies added (netlist names) --
signal,cells
fifo_buffer,128
data_out,8
rd_ptr,5
wr_ptr,5
-- cell type report --
| cell class | instances | area (sq um) | share of cell area [%] |
|---|---|---|---|
| clock inverters | 13 | 167.7 | 2.342 |
| flip-flops and latches | 146 | 4337 | 60.57 |
| multi-input cells | 207 | 1508 | 21.06 |
| repair buffers | 52 | 442.9 | 6.187 |
| clock buffers | 18 | 429.2 | 5.994 |
| well taps | 184 | 230.2 | 3.216 |
| inverters | 12 | 45.04 | 0.6292 |
-- placed cells by master, fill, tap and decap left out, types with 5 or more instances in the layout --
cell type / count
nand2_1: 18
a22oi_1: 15
edfxtp_1: 136
clkdlybuf4s50_1: 21
o211ai_1: 5
o21ai_0: 15
ha_1: 8
mux2i_1: 11
buf_4: 31
a221oi_1: 7
inv_1: 11
xnor2_1: 13
clkbuf_16: 17
nor3_1: 14
dfrtp_1: 8
nand3_1: 11
nor2_1: 15
and3_1: 5
a31oi_1: 7
a21oi_1: 13
-- path summary, 6_finish.rpt --
kind                            from     endpoint  slack [ps]  depth (start not counted)
setup / recovery           wr_ptr[2]         full         390                          4
hold / removal             rd_ptr[4]    rd_ptr[4]         540                          1
setup reg to reg           rd_ptr[0]  data_out[6]         730                          6
hold reg to reg            rd_ptr[4]    rd_ptr[4]         540                          1
max in group asynchronous      rst_n    rd_ptr[3]        2460                          2
min in group asynchronous      rst_n    wr_ptr[1]         570                          2
-- metal layers --
metal  GRT usage (%)  share of wire, %
met5               0                 0
met4           3.827               2.1
met3           13.49                14
met2           28.50                44
met1           27.69                40
No activity file was given, so power comes from the tool's default toggle rates.
