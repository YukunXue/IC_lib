**/design/flow/run.sh**
```bash
#!/bin/bash
# OpenROAD 26Q1-2900-gdf79404cd8, Yosys 0.63+post, stock flow scripts
make -C /OpenROAD-flow-scripts/flow DESIGN_CONFIG=/design/flow/config.mk WORK_HOME=/design/flow/orfs finish
```
**/design/flow/config.mk**
```make
export PLATFORM = sky130hd
export DESIGN_NAME = sync_fifo_cnt
export DESIGN_NICKNAME = sync_fifo_cnt
export VERILOG_FILES = /design/flow/design.v
export SDC_FILE = /design/flow/constraint.sdc
export NUM_CORES = 4
export LEC_CHECK = 1
export CORE_UTILIZATION = 30
```
**/design/flow/constraint.sdc**
```tcl
current_design sync_fifo_cnt

set clk_period 2.9
set clk_io_pct 0.2

create_clock -name clk0 -period $clk_period [get_ports {clk}]

set non_clock_inputs [all_inputs -no_clocks]
set_input_delay [expr $clk_period * $clk_io_pct] -clock clk0 $non_clock_inputs
set_output_delay [expr $clk_period * $clk_io_pct] -clock clk0 [all_outputs]
```
**/design/flow/design.v**
```verilog
module	sync_fifo_cnt
#(
	parameter   DATA_WIDTH = 'd8  ,							 
    parameter   DATA_DEPTH = 'd16 							 
)
(
	input									clk		,		 
	input									rst_n	,        
	input	[DATA_WIDTH-1:0]				data_in	,        
	input									rd_en	,        
	input									wr_en	,        
	output	reg	[DATA_WIDTH-1:0]			data_out,	     
	output									empty	,	     
	output									full	,        
	output	reg	[$clog2(DATA_DEPTH) : 0]	fifo_cnt		 
);
reg [DATA_WIDTH - 1 : 0] fifo_buffer[DATA_DEPTH - 1 : 0];	 
reg [$clog2(DATA_DEPTH) - 1 : 0]	wr_addr;				 
reg [$clog2(DATA_DEPTH) - 1 : 0]	rd_addr;				 
always @ (posedge clk or negedge rst_n) begin
	if (!rst_n)
		rd_addr <= 0;
	else if (!empty && rd_en)begin							 
		rd_addr <= rd_addr + 1'd1;
		data_out <= fifo_buffer[rd_addr];
	end
end
always @ (posedge clk or negedge rst_n) begin
	if (!rst_n)
		wr_addr <= 0;
	else if (!full && wr_en)begin							 
		wr_addr <= wr_addr + 1'd1;
		fifo_buffer[wr_addr]<=data_in;
	end
end
always @ (posedge clk or negedge rst_n) begin
	if (!rst_n)
		fifo_cnt <= 0;
	else begin
		case({wr_en,rd_en})									 
			2'b00:fifo_cnt <= fifo_cnt;						 
			2'b01:	                               			 
				if(fifo_cnt != 0)				   			 
					fifo_cnt <= fifo_cnt - 1'b1;   			 
			2'b10:                                 			 
				if(fifo_cnt != DATA_DEPTH)         			 
					fifo_cnt <= fifo_cnt + 1'b1;   			 
			2'b11:fifo_cnt <= fifo_cnt;	           			 
			default:;                              	
		endcase
	end
end
assign full  = (fifo_cnt == DATA_DEPTH) ? 1'b1 : 1'b0;		 
assign empty = (fifo_cnt == 0)? 1'b1 : 1'b0;				 
endmodule
```
==> out/notes.md <==
### Critical path
• 0.30 ns — Worst R2R Setup Slack
• rd_addr[0]$_DFFE_PN0P_ — worst reg2reg path startpoint
• flop to primary output — Setup Crit Path Kind
• 2.10 ns — critical path arrival
• flop — Worst setup SP type
• data_out[7]$_DFFE_PP_ — capture point of the worst reg-to-reg path
• 7 — reg2reg path depth
• primary output — category of the worst setup path capture point
• 6 — largest driver fanout on the critical path
• 2.32 ns — data required time at the worst endpoint

### STA
• 2.68 ns — post-layout minimum cycle time
• 0.431 ns — worst hold slack across all endpoints
• 0.776 ns — worst slew pin tran
• no — RSZ-0062 raised after global routing
• 0.215 ns — least setup slack across all paths after layout
• 0.00625 ns — clock skew
• 0 ns — summed negative setup slack over all endpoints
• 0 — final setup vio count
• 372 MHz — top achievable clock speed
• 48.3% — worst slew margin relative to its limit
• 92.6% — share of the cycle needed by the critical path after routing
• 0 — number of pins with negative max-slew slack in the final report
• 0 — endpoints failing hold

### Place
• 26 — count of input and output buffers
• 0.835 — weighted congestion at the end of routability-driven global placement
• 8750 microns — final HPWL from detailed placement
• 0.167 ns — Placement Setup Slack
• 6860 sq um — Placed Instance Area

### CTS
• 17 — number of buffers inserted during clock tree synthesis
• sky130_fd_sc_hd__clkbuf_16 — root buffer cell
• 2 — worst-case clock buffer depth
• 0.42 ns — insertion delay of the later-clocked pin in the worst-skew pair
• 149 — clock sink count
• 0.06 ns — register clock-pin slew on the reported worst setup and hold paths
• 0 — post-CTS setup repair buffer count
• yes — clock tree from TritonCTS
• 0 — post_cts resized
• 0 — # hold bufs at CTS
• 4 — H-tree depth

### Detailed routing
• 163 — DRC marker count from the first detailed-route iteration
• 13300 microns — post-detailed-routing wire length
• 3653 — via total after detailed routing
• 0 — number of remaining DRC errors
• 0 — number of antenna diodes
• 4.98 — via count normalized by instance count
• 4 — Initial DRT Pass Iterations
• 0 — number of nets with antenna violations after detailed routing
• 18.2 microns — average routed wire per standard cell

### Synth
• 402 — synthesized instance count
• 6120 sq um — post-synthesis instance area
• 8.72% — Async SR Flop Fraction
• sky130_fd_sc_hd__edfxtp_1 — most used flip-flop cell after synthesis
• sky130_fd_sc_hd__edfxtp_1 — Yosys top cell by area
• 402 — number of cells in the yosys synthesis report
• 72.0% — part of the Yosys area used for sequential elements
• 15.2 sq um — syn avg cell area
• 149 — total of flip-flops plus latches after synthesis
• 66.7% — share of Yosys cell area claimed by the top area cell type
• 6120 sq um — synthesis area per yosys
• sky130_fd_sc_hd__edfxtp_1 — top-count cell post-synth
• 2 — number of synthesis warnings
• sky130_fd_sc_hd__edfxtp_1 67%, sky130_fd_sc_hd__dfrtp_1 5.3%, sky130_fd_sc_hd__ha_1 2.2% — cell types occupying the most area after synthesis
• 136 x sky130_fd_sc_hd__edfxtp_1, 23 x sky130_fd_sc_hd__nor2_1, 20 x sky130_fd_sc_hd__nand2_1 — Commonest cells post-synth
• 136 — flip-flops with a built-in enable
• 54 — number of distinct library cell variants in the gate-level netlist after synthesis

### Global route
• 0 — number of antenna violations at the first check in global routing
• 0 — final global-route overflow total
• 23 — largest net degree at the start of global routing
• 21300 microns — global-route wire length before repair
• 14.6% — global routing usage summed across all routing layers
• 3864 — via count of the first global-routing pass

### Floorplanning
• 145 microns — Die X-Extent
• 19700 sq um — core region area
• 27 — I/O Pins
• 145 microns — Vert. Die Dim
• 31.1% — effective utilization at floorplan
• 21000 sq um — full die area
• 51 — number of core rows

### Job
• 0 — MaxCap Viol Count
• 31 — count of warning messages emitted by the tools

### Layout
• 16.4% — fraction of layout cells with a size suffix above 1
• 4410 sq um — area used by sequential logic in the layout
• 1774 — fillers
• 7470 sq um — post-route standard cell area excluding fillers
• 21.9% — Area growth syn-to-layout
• 1590 sq um — combined area of the multi-input logic cells

### Run status
• complete, no violations — run status

### Min path
• input port to asynchronous set/reset pin — worst hold path type

### Power and ir drop
• 2.49 nW — leak pwr
• 0.379 mV — Max VDD drop
• 992 nW/um^2 — P per Cell Area

metrics by stage:
stage,utilization [%],total power (W),cells
floorplan,-,0.00430,402
global placement,34.8,0.00518,702
detailed placement,34.8,0.00522,702
CTS,37.9,0.00744,734
global route,37.9,0.00782,734
finish,37.9,0.00740,734
registers in the layout, indices dropped and copies added (netlist names):
register,count
wr_addr,4
fifo_cnt,5
rd_addr,4
fifo_buffer,128
data_out,8
report_power, final:
part	internal, W	switching (W)
registers	0.00262	0.000244
logic	0.00102	0.00130
clock network	0.00135	0.000860
cell usage in the layout, fill, tap and decap left out, types with 5 or more instances in the layout:
cell type                         netlist  layout
sky130_fd_sc_hd__a21oi_1               10      10
sky130_fd_sc_hd__dfrtp_1               13      13
sky130_fd_sc_hd__edfxtp_1             136     136
sky130_fd_sc_hd__nand3_1               16      16
sky130_fd_sc_hd__clkinvlp_4             0       5
sky130_fd_sc_hd__ha_1                  11      11
sky130_fd_sc_hd__inv_1                  7       7
sky130_fd_sc_hd__a31oi_1               10      10
sky130_fd_sc_hd__xnor2_1                8       8
sky130_fd_sc_hd__a2111oi_0              7       7
sky130_fd_sc_hd__buf_4                  1      33
sky130_fd_sc_hd__mux2i_1                7       7
sky130_fd_sc_hd__o21ai_0               11      11
sky130_fd_sc_hd__nor2_1                23      23
sky130_fd_sc_hd__clkdlybuf4s50_1        0      26
sky130_fd_sc_hd__o211ai_1               5       5
sky130_fd_sc_hd__o22ai_1                7       7
sky130_fd_sc_hd__a22oi_1               18      18
sky130_fd_sc_hd__clkbuf_16              0      17
sky130_fd_sc_hd__a222oi_1               5       5
sky130_fd_sc_hd__nand2_1               20      20
sky130_fd_sc_hd__a22o_1                 5       5
cells by family (layout without fill, tap and decap cells):
group	Yosys count	after routing	share of synthesized area [%]
AOI/OAI and AO/OA	100	100	12.3
xor gates and xnor gates	9	9	1.29
adders and majority gates	12	12	2.57
buffers and inverters	31	98	2.12
DFF	149	149	72.0
muxes	12	12	2.25
and+or+nand+nor	89	89	7.48
how the worst max path moves through the flow:
stage                            from                    end  slack, ns  cells after the start
finish        fifo_cnt[0]$_DFFE_PN0P_                   full       0.22                      3
global route   rd_addr[0]$_DFFE_PN0P_  data_out[5]$_DFFE_PP_       0.04                      7
CTS           fifo_cnt[0]$_DFFE_PN0P_                   full       0.19                      3
per-layer routing:
layer | track usage, % | wire (microns) | up-vias
met5 | 0 | 0 | -
met1 | 19.3 | 5410 | 1787
met4 | 2.16 | 161 | 0
met3 | 8.48 | 1650 | 13
li1 | - | - | 1705
met2 | 21.9 | 6120 | 148
area by class of cell:
cell class	count	share of cell area, %
Clock buffer	17	5.70
Clock inverter	15	2.41
Inverter	7	0.352
Multi-Input combinational cell	222	21.2
Sequential cell	149	59.1
Tap cell	265	4.44
Timing Repair Buffer	59	6.80
worst max-delay path: stages, from the launching register on:
cell and delay [ns]:
sky130_fd_sc_hd__dfrtp_1 0.46, sky130_fd_sc_hd__or4_4 0.61, sky130_fd_sc_hd__nor2_4 0.14, sky130_fd_sc_hd__clkdlybuf4s50_1 0.48
Power is estimated from default activity; no workload was simulated.
