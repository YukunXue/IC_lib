**run.sh**
```bash
#!/bin/bash
# OpenROAD 26Q1-2900-gdf79404cd8, Yosys 0.63+post, stock flow scripts
make -C /OpenROAD-flow-scripts/flow DESIGN_CONFIG=/design/flow/config.mk WORK_HOME=/design/flow/orfs finish
```
**config.mk**
```make
export PLATFORM = sky130hd
export DESIGN_NAME = asyncfifo_64x8
export DESIGN_NICKNAME = asyncfifo_64x8
export VERILOG_FILES = /design/flow/design.v
export SDC_FILE = /design/flow/constraint.sdc
export NUM_CORES = 4
export LEC_CHECK = 1
export CORE_UTILIZATION = 30
```
**constraint.sdc**
```tcl
current_design asyncfifo_64x8

set clk_period 5.7
set clk_io_pct 0.2

create_clock -name clk0 -period $clk_period [get_ports {clk_r}]
create_clock -name clk1 -period $clk_period [get_ports {clk_w}]

set non_clock_inputs [all_inputs -no_clocks]
set_input_delay [expr $clk_period * $clk_io_pct] -clock clk0 $non_clock_inputs
set_output_delay [expr $clk_period * $clk_io_pct] -clock clk0 [all_outputs]
```
**design.v**
```verilog
module asyncfifo_64x8 (
    input   wire        reset_n,
    input   wire        clk_w,
    input   wire        wr_en,
    input   wire  [7:0] data_w,
    input   wire         clk_r,
    input   wire         rd_en,
    output  wire   [7:0] data_r,
    output  wire        overflow,
    output  wire        underflow
);
    reg     [7:0]   regs_array  [63:0];
    wire    [5:0]   wr_addr;
    wire    [5:0]   rd_addr;
    reg     [6:0]   wr_ptr;
    wire    [6:0]   gray_wr_ptr;
    reg     [6:0]   gray_wr_ptr_d1;
    reg     [6:0]   gray_wr_ptr_d2;
    wire    [6:0]   wr_ptr_bin;
    reg     [6:0]   rd_ptr;
    wire    [6:0]   gray_rd_ptr;
    reg     [6:0]   gray_rd_ptr_d1;
    reg     [6:0]   gray_rd_ptr_d2;
    wire    [6:0]   rd_ptr_bin;   
	wire 	full_o;
	wire	empty_o;
assign wr_addr = wr_ptr[5:0];
assign rd_addr = rd_ptr[5:0];
always @(posedge clk_w or negedge reset_n) begin
    if(!reset_n)begin
        wr_ptr  <=  7'd0;
    end
    else if (wr_en && !full_o)begin
        wr_ptr  <=  wr_ptr +1'b1;
        regs_array[wr_addr] <= data_w;
    end
end
assign  gray_wr_ptr =   wr_ptr ^ (wr_ptr >> 1'b1);
always @ (posedge clk_r or negedge reset_n) begin
  if (!reset_n) begin
    rd_ptr <= 7'b0;
  end
  else if (rd_en && !empty_o) begin
    rd_ptr <= rd_ptr + 1'b1;
  end
end
assign data_r      = regs_array[rd_addr]; 
assign gray_rd_ptr = rd_ptr ^ (rd_ptr >> 1'b1);
always @ (posedge clk_r or negedge reset_n) begin
  if (!reset_n) begin
    gray_wr_ptr_d1 <= 7'd0;
    gray_wr_ptr_d2 <= 7'd0;
  end
  else begin
    gray_wr_ptr_d1 <= gray_wr_ptr   ;
    gray_wr_ptr_d2 <= gray_wr_ptr_d1;
  end
end
always @ (posedge clk_w or negedge reset_n) begin
  if (!reset_n) begin
    gray_rd_ptr_d1 <= 7'd0;
    gray_rd_ptr_d2 <= 7'd0;
  end
  else begin
    gray_rd_ptr_d1 <= gray_rd_ptr   ;
    gray_rd_ptr_d2 <= gray_rd_ptr_d1;
  end
end
assign full_o  = (gray_wr_ptr == {~(gray_rd_ptr_d2[7:6]),gray_rd_ptr_d2[5:0]})? 1'b1 : 1'b0;
assign empty_o = (gray_rd_ptr == gray_wr_ptr_d2)? 1'b1 : 1'b0;
assign  rd_ptr_bin  = gray_rd_ptr_d2 ^  (gray_rd_ptr_d2>>1);
assign  wr_ptr_bin  = gray_wr_ptr_d2 ^  (gray_wr_ptr_d2>>1);
wire    [6:0]  dis_r;
wire    [6:0]  dis_w;
assign  dis_w  = wr_addr - rd_ptr_bin[5:0];
assign  dis_r  = rd_addr - wr_ptr_bin[5:0];
assign  overflow  = (dis_w[6])?(dis_w[5:4] == 2'b00):(dis_w[5:4] == 2'b11);
assign  underflow = (dis_r[6])?(dis_w[5:4] == 2'b11):(dis_w[5:4] == 2'b00);
endmodule
```
==> run summary <==
fresh numbers from the pnr run: drt initial violations 1373, share of the synthesized area in the top cell type 71.33%, EDFF count, synth 512, post-synthesis async set-or-reset flop share 7.581%, largest net degree at the start of global routing 65, I/O Buffers 21, Least-Margin Pin Slew 1138 ps, Syn. warnings 3, layout cells sized above 1 16.19%, critical path class register to output pin, Crit Path Max Fanout 17, # clock sinks 554, wire per inst 37.30 um, tally of non-filler cells in the final layout 2369, clock-pin transition on the worst setup and hold timing paths 60 ps, Yosys top cell by area edfxtp_1, Synth Seq Share 76.21%, R2R setup slack 1910 ps, vias in the first global route 14170, Core Region 70510 um^2, Max stage delay on crit path 630 ps, status completed, Placer Congestion 1.063, fp util 30.57%, Placed Cells 2260, Crit. Startpoint rd_ptr[3]$_DFFE_PN0P_, top cells by count, synth edfxtp_1 (512), a22oi_1 (111), nand4_1 (81), Min-Delay Endpoint gray_rd_ptr_d1[6]$_DFF_PN0_, first-pass GRT wire length 119900 um, vias post-DR 13520, Die Height 270.0 um, Syn Inst Count 1287, Die W 270.0 um, slowest CP cell or4_1, Row Count 97, R2R cell count 8, WP buf/inv 3, Setup crit end kind output pin, Cell Type Count 39, CP Launch Type register, internal power 0.007928 W, area reported by Yosys stat 21550 um^2, Clock Skews 47.20 ps, setup violators final 0, min-delay src rd_ptr[6]$_DFFE_PN0P_, Final Slew Violations 0, total grt overflow 0, tool warnings 44, DR pass1 iterations 5, Final Util 35.68%, RSZ-0062 raised after global routing false, power share of the clock group 32.6%, CTS tree done, Flop pwr share 41.4%, DRC viols 0, sw power 0.003725 W, leakage power 8.389 nW, synthesized area 21550 um^2, ys cells 1287, Sw Share 31.96%, crit-path cells inv_1, ha_1, buf_4, and3_1, a22oi_1, nand4_1, or4_1, a2111o_1, clkdlybuf4s50_1, CP delay by family, top simple AND/OR/NAND/NOR gates, Slew HR 24.13%, I/O pin total 23, Hold Path Depth 0, Cell Pwr Density 463.1 nW/um^2, vias per inst 5.709, ANT nets after route 0, CP arrival 4380 ps, Synth top cell by count edfxtp_1, crit path DRT 4560 ps, Post-CTS Repair Setup Buffers 0, setup_tns 0 ps, Logic pwr share 26.0%, Syn Area/Cell 16.75 um^2, die area 72920 um^2, Layout area overhead 16.73%, Yosys reg bits 554, Top cells by area edfxtp_1 (71%), dfrtp_1 (4.9%), a22oi_1 (3.9%), HPWL Detailed 59290 um, Crit path depth 9, worst vdd ir 0.0002425 V, initial antenna violation count 4, RR Startpoint wr_ptr[0]$_DFFE_PN0P_, final WL 88370 um, FF-to-FF End regs_array[48][0]$_DFFE_PP_, dominant register cell edfxtp_1, HP Class register to register, Max Cap Viol 0, All-Layer GR Usage 26.04%, final tally of hold violations 0
[logic make-up after synthesis]
kind of cell	count (synthesis)	share of synthesized area, %
flops	554	76.21
simple gates	293	7.645
compound gates	252	9.677
buf+inv	106	2.455
xor+xnor	41	1.666
fa+ha+maj	38	2.206
mux	3	0.1451
[power groups by stage]
stage	clock network (W)	registers, W	logic [W]
after CTS	0.00384	0.00482	0.00298
after global routing	0.00399	0.00485	0.00321
final	0.00380	0.00482	0.00303
[cell usage in the layout, fill, tap and decap left out, types with 3 or more instances in the layout]
| cell | netlist | final |
|---|---|---|
| ha_1 | 38 | 38 |
| nand2_1 | 26 | 26 |
| nand3_1 | 19 | 19 |
| nor4_1 | 16 | 16 |
| a22o_1 | 58 | 58 |
| nor2_2 | 0 | 15 |
| o21ai_0 | 3 | 3 |
| xor2_1 | 10 | 10 |
| a221oi_1 | 54 | 54 |
| nand4_1 | 81 | 81 |
| inv_6 | 0 | 3 |
| clkbuf_1 | 49 | 9 |
| clkinv_1 | 0 | 10 |
| bufinv_16 | 0 | 6 |
| and3_4 | 7 | 7 |
| clkbuf_16 | 0 | 58 |
| nor2_1 | 66 | 51 |
| clkinv_2 | 0 | 10 |
| buf_2 | 29 | 9 |
| dfrtp_1 | 42 | 42 |
| a21oi_1 | 3 | 3 |
| and3_1 | 56 | 55 |
| nor3_1 | 5 | 5 |
| xnor2_1 | 31 | 31 |
| a2111o_1 | 8 | 8 |
| clkinvlp_4 | 0 | 7 |
| clkdlybuf4s50_1 | 0 | 12 |
| and4_1 | 6 | 6 |
| edfxtp_1 | 512 | 512 |
| inv_1 | 12 | 12 |
| or4_1 | 8 | 8 |
| a222oi_1 | 8 | 8 |
| a22oi_1 | 111 | 111 |
| buf_4 | 1 | 106 |
[worst max path at each step]
| stage | to | slack [ps] |
|---|---|---|
| CTS | data_r[4] | 260 |
| global route | data_r[4] | 80 |
| finish | data_r[1] | 180 |
[area by class of cell]
class | instances | area, um^2
antenna | 2 | 5.005
clock buffer | 67 | 1485
clock inverter | 40 | 424.2
fill | 6519 | 45350
inverter | 12 | 45.04
multi-input combinational | 627 | 4638
sequential | 554 | 16430
tap | 940 | 1176
timing repair buffer | 127 | 960.9
[flip-flops by register name, indices dropped and copies added (netlist names)]
name,cells
gray_rd_ptr_d2,7
gray_rd_ptr_d1,7
rd_ptr,7
gray_wr_ptr_d2,7
regs_array,512
gray_wr_ptr_d1,7
wr_ptr,7
[repair_timing]
action / 4_1_cts / 5_1_grt
endpoints found under the setup margin: 0 / 1
resized: 0 / 1
hold buffers: 0 / 0
[metal layers]
metal	up-vias	routed length, um	part of all wire, %	global-route usage [%]
met3	197	16540	19	21.23
met4	8	4769	5.4	10.57
met1	6719	28550	32	29.08
met2	1133	38370	43	36.30
li1	5467	-	-	-
met5	-	145	0.16	2.434
[stage by stage]
| step | hold WS [ps] | setup WS, ps | total power [W] | area (um^2) |
|---|---|---|---|---|
| 2_1_floorplan | 331.2 | 2259 | 0.006393 | 21550 |
| 3_3_place_gp | 333.7 | 453.6 | 0.007875 | 23240 |
| 3_5_place_dp | 335.5 | 540.3 | 0.007861 | 23240 |
| 4_1_cts | 98.75 | 258.8 | 0.01164 | 25150 |
| 5_1_grt | 137.1 | 84.73 | 0.01205 | 25160 |
| 6_report | 111.4 | 181.3 | 0.01165 | 25160 |
No activity file was given, so power comes from the tool's default toggle rates.
